### design.v
`timescale 1ns / 1ps
module ProgCtr #(parameter WL = 32) (CLK, EN, RST, PCIn, PCOut);
input CLK, EN, RST;
input [WL-1:0] PCIn;
output reg [WL-1:0] PCOut;
initial PCOut <= 0;
always @(posedge CLK) begin
    if(RST == 1) PCOut <= 0;
    else begin
        if(EN) PCOut <= PCIn;
    end
end  
endmodule
### run.sh
#!/bin/bash
# OpenROAD 26Q1-2900-gdf79404cd8, Yosys 0.63+post, stock flow scripts
make -C /OpenROAD-flow-scripts/flow DESIGN_CONFIG=/design/flow/config.mk WORK_HOME=/design/flow/orfs finish
### config.mk
export PLATFORM = sky130hd
export DESIGN_NAME = ProgCtr
export DESIGN_NICKNAME = ProgCtr
export VERILOG_FILES = /design/flow/design.v
export SDC_FILE = /design/flow/constraint.sdc
export NUM_CORES = 4
export LEC_CHECK = 1
export CORE_AREA = 10 10 101 101
export DIE_AREA = 0 0 111 111
### constraint.sdc
current_design ProgCtr

set clk_period 1.1
set clk_io_pct 0.2

create_clock -name clk0 -period $clk_period [get_ports {CLK}]

set non_clock_inputs [all_inputs -no_clocks]
set_input_delay [expr $clk_period * $clk_io_pct] -clock clk0 $non_clock_inputs
set_output_delay [expr $clk_period * $clk_io_pct] -clock clk0 [all_outputs]
==> flow_summary.toml <==
# flow metrics
[run_status]
status = "completed"

[critical_path]
slowest_stage = "dfxtp_2"
worstPathArrival_ps = 830
path_class = "flip-flop to output pin"
worstPathRequired_ps = 880
worst_r2r_path_depth = 2
crit_fanout = 2
critPathTopFamily = "flip-flops"
cp-end-kind = "output pin"
crit_buf_inv = 1
worstPathCellList = "dlygate4sd2_1"
timing.rr.end = "PCOut[17]$_SDFFE_PP0P_"
worst-path-stages = 1
max_stage_delay_ps = 320
r2r_setup_slack_ps = 480
rr_startpoint = "PCOut[17]$_SDFFE_PP0P_"
start_kind = "flip-flop"

[logic_synthesis]
ys_top_cells_by_count = "32 x dfxtp_1, 32 x mux2i_1, 32 x nor2_1, 3 x buf_12, 3 x clkbuf_1"
syn_inst = 103
yosys-stat-area_um2 = 1164
ys_seq_share = 0.5505
yosysTopAreaCell = "dfxtp_1"
edf_count = 0
yosysWarnings = 1
yosysUniqueCellTypes = 6
synthTopCellsByArea = "dfxtp_1 55%, mux2i_1 28%, nor2_1 10%, buf_12 5.2%, buf_6 0.97%"
async_flop_share = 0
ys_cells = 103
ys.flops = 32
netlist_area_um2 = 1164
flop_cell = "dfxtp_1"
top_area_frac = 0.5505
syn_area_per_cell_um2 = 11.30

[timing]
setup_viol = 0
tightest_slew_ps = 236.1
timing.slew.headroom = 0.8426
hold_viol_final = 0
drv_slew = 0
grt_setup_unrepaired = "no"
min_period_ps = 1046
fin_skew_ps = 0
fmax_ghz = 0.9559
period_used_share = 0.9511

[placement]
gp_congestion = 0.7134
dp_hpwl_mm = 2.231
dp.cells = 269
port_buffers = 66

[clocking]
cts_root_buf = "clkbuf_8"
cts.sinks = 32
clockBufferDepth = 2
cts_buffers = 5
htree_levels = 2
cts_tree = "built"
clk_pin_slew_ps = 70
clk_latency_ps = 270

[drt]
dr.pass1.iters = 4
viasPerCell = 3.234
routed_wl_mm = 3.041
diodes = 0
drt_iter0_markers = 13
drcViolationCount = 0
final_antenna_net_count = 0
dr_total_vias = 886
wl_per_cell_um = 11.10

[layout]
seq_area_um2 = 680.7
finalNonFillerCells = 274
area_growth_pct = 70.32
combGateArea_um2 = 440.4
largest_register_ffs = 32
reg.largest.list = "PCOut x32"
drive_gt1_frac = 0.2367
top_register = "PCOut"
num-fill-cells = 856

[floorplan]
num_io_pins = 67
initCoreUtil = 0.1431
die_height_um = 111
rows = 33
die_area_um2 = 12320
die_w_um = 111
core_area_um2 = 8134

[job]
maxCapViolCount = 0
log.warning_count = 25

[pwr]
pwr-share-comb = 0.148
ir_worst_vdd_v = 0.0003389
power.total_w = 0.002430
power.net_switching_w = 0.0005331
power_density_nw_per_um2 = 1226
internal-power_w = 0.001897
p_clk_frac = 0.329
swShare = 0.2194
p_seq_frac = 0.523
p_leak_nw = 0.9319

[worst_hold_path]
min_from = "EN"
hp-class = "input port to flip-flop"
whs_endpoint = "PCOut[19]$_SDFFE_PP0P_"
hold_path_depth = 4

[grt]
grt_start_max_net_pins = 33
antenna_found_initial = 0
grt_use_total = 0.05057
grt_pass1_vias = 1020
grt_pass1_wl_mm = 5.216
overflow = 0
-- per-stage QoR --
step                cell area [um^2]  hold WS, ps    util  setup slack, ps  setup TNS [ps]
global route                    1982        493.5  0.2437           0.1030               0
CTS                             1976        481.6  0.2429            23.25               0
floorplan                       1164        292.4       -            287.3               0
finish                          1982        475.2  0.2437            53.81               0
detailed placement              1908        483.2  0.2346           -18.41          -426.6
global placement                1908        471.1  0.2346           -16.15          -409.2
-- layout by cell type (no fill, tap or decap) --
cell type / netlist / final
buf_2: 0 / 1
clkbuf_8: 0 / 5
clkdlybuf4s15_1: 0 / 4
clkdlybuf4s50_1: 0 / 33
dfxtp_2: 0 / 32
mux2i_1: 32 / 32
nor2_1: 32 / 32
buf_12: 3 / 2
dlygate4sd2_1: 0 / 28
-- per-layer routing --
metal / GRT usage / wire length (um) / up-vias
li1: - / - / 468
met1: 0.06380 / 1353 / 370
met2: 0.07272 / 1259 / 44
met3: 0.03284 / 399 / 4
met4: 0.006076 / 29 / 0
met5: 0 / 0 / -
-- kinds of logic after synthesis --
group                  share of synthesized area
DFF                                       0.5505
muxes                                     0.2753
buffers and inverters                    0.07097
and+or+nand+nor                           0.1032
-- how the worst max path moves through the flow --
| stage | slack [ps] | endpoint | start |
|---|---|---|---|
| 4_1_cts | 20 | PCOut[31] | PCOut[31]$_SDFFE_PP0P_ |
| 5_1_grt | 0.1 | PCOut[12] | PCOut[12]$_SDFFE_PP0P_ |
| 6_report | 50 | PCOut[25] | PCOut[25]$_SDFFE_PP0P_ |
-- layout make-up --
cell class	count	area share
repair buffers	68	0.3333
multi-input cells	64	0.2222
clock buffers	5	0.03472
flip-flops and latches	32	0.3434
well taps	105	0.06629
-- timing repair --
action / CTS / global route
endpoints found under the setup margin: 32 / 5
hold buffers: 0 / 0
cloned: 0 / 0
setup buffers: 0 / 0
hold endpoints to repair: 0 / 0
resized: 63 / 5
-- worst reg2reg max path, cell delays in order, from the launching register on --
cell	delay, ps
dfxtp_2	310
mux2i_1	140
nor2_1	50
-- power groups by stage --
stage         clock network [W]  logic, W  registers [W]
global route           0.000928  0.000404        0.00128
CTS                    0.000861  0.000368        0.00127
finish                 0.000800  0.000359        0.00127
No activity file was given, so power comes from the tool's default toggle rates.
